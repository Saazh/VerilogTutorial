--- /design/flow/config.mk ---
export PLATFORM = sky130hd
export DESIGN_NAME = Blinky
export DESIGN_NICKNAME = Blinky
export VERILOG_FILES = /design/flow/design.v
export SDC_FILE = /design/flow/constraint.sdc
export NUM_CORES = 4
export LEC_CHECK = 1
export CORE_AREA = 10 10 103 103
export DIE_AREA = 0 0 113 113
--- /design/flow/constraint.sdc ---
current_design Blinky

set clk_period 2.9
set clk_io_pct 0.2

create_clock -name clk0 -period $clk_period [get_ports {clk}]

set non_clock_inputs [all_inputs -no_clocks]
set_input_delay [expr $clk_period * $clk_io_pct] -clock clk0 $non_clock_inputs
set_output_delay [expr $clk_period * $clk_io_pct] -clock clk0 [all_outputs]
--- /design/flow/design.v ---
module Blinky (
  input               io_btn,
  output              io_blink,
  output              io_push,
  input               clk,
  input               reset
);
  wire       [22:0]   _zz_timer_counter_valueNext;
  wire       [0:0]    _zz_timer_counter_valueNext_1;
  reg                 blinkState;
  reg                 timer_state;
  reg                 timer_stateRise;
  wire                timer_counter_willIncrement;
  reg                 timer_counter_willClear;
  reg        [22:0]   timer_counter_valueNext;
  reg        [22:0]   timer_counter_value;
  wire                timer_counter_willOverflowIfInc;
  wire                timer_counter_willOverflow;
  assign _zz_timer_counter_valueNext_1 = timer_counter_willIncrement;
  assign _zz_timer_counter_valueNext = {22'd0, _zz_timer_counter_valueNext_1};
  always @(*) begin
    timer_stateRise = 1'b0;
    if(timer_counter_willOverflow) begin
      timer_stateRise = (! timer_state);
    end
    if(timer_state) begin
      timer_stateRise = 1'b0;
    end
  end
  always @(*) begin
    timer_counter_willClear = 1'b0;
    if(timer_state) begin
      timer_counter_willClear = 1'b1;
    end
  end
  assign timer_counter_willOverflowIfInc = (timer_counter_value == 23'h5b8d7f);
  assign timer_counter_willOverflow = (timer_counter_willOverflowIfInc && timer_counter_willIncrement);
  always @(*) begin
    if(timer_counter_willOverflow) begin
      timer_counter_valueNext = 23'h0;
    end else begin
      timer_counter_valueNext = (timer_counter_value + _zz_timer_counter_valueNext);
    end
    if(timer_counter_willClear) begin
      timer_counter_valueNext = 23'h0;
    end
  end
  assign timer_counter_willIncrement = 1'b1;
  assign io_blink = blinkState;
  assign io_push = io_btn;
  always @(posedge clk or posedge reset) begin
    if(reset) begin
      blinkState <= 1'b0;
      timer_state <= 1'b0;
      timer_counter_value <= 23'h0;
    end else begin
      timer_counter_value <= timer_counter_valueNext;
      if(timer_counter_willOverflow) begin
        timer_state <= 1'b1;
      end
      if(timer_state) begin
        blinkState <= (! blinkState);
        timer_state <= 1'b0;
      end
    end
  end
endmodule
--- /design/flow/run.sh ---
#!/bin/bash
# OpenROAD 26Q1-2900-gdf79404cd8, Yosys 0.63+post, stock flow scripts
make -C /OpenROAD-flow-scripts/flow DESIGN_CONFIG=/design/flow/config.mk WORK_HOME=/design/flow/orfs finish
==> flow.log <==
[flow] collecting metrics
[metrics] Static Leakage: 0.0005670 uW
[metrics] post-cts hold-fix buffer tally: 0
[metrics] Synth area leader: dfrtp_1
[metrics] number of enable flip-flop cells: 0
[metrics] number of nets still failing antenna checks after routing: 0
[metrics] vias after detailed routing: between 900 and 1,000
[metrics] fin. max-slew vios: 0
[metrics] maximum level of the CTS H-tree: 1
[metrics] effective utilization at floorplan: 0.1535
[metrics] sequence of cells on the critical path: and3_1, or4b_1, or4_4, a21oi_2
[metrics] via density per instance: between 3 and 4
[metrics] CTS root buffer: clkbuf_8
[metrics] CTS resizes: 0
[metrics] insertion delay of the later-clocked pin in the worst-skew pair: 0.26 ns
[metrics] crit path max-delay cell type: or4b_1
[metrics] HP Class: reg -> reg
[metrics] worst hold path cell count: 1
[metrics] Most used DFF post-synth: dfrtp_1
[metrics] maximum number of pins on one net before global-route repair: 26
[metrics] final critical-path share of the clock period: 0.7314
[metrics] Crit path largest cell delay: 0.62 ns
[metrics] synthesized instance count: between 100 and 150
[metrics] Syn Area/Cell: 9.577 um2
[metrics] count of different cell masters after synthesis: 31
[metrics] type of the setup path with the least slack: reg -> reg
[metrics] final estimated routing congestion in global placement: between 0.7 and 0.8
[metrics] CP arrival: 2.32 ns
[metrics] maximum clock skew at final layout: 0.003003 ns
[metrics] Die Footprint: 12,770 um2
[metrics] Synth top cells by count: dfrtp_1 (25), nor2_1 (15), a21oi_1 (9), nand3_1 (9), nand4_1 (8)
[metrics] final routed DRC violation total: 0
[metrics] Area Overhead vs Synth: 14.73%
[metrics] RSZ-0062 raised after global routing: no
[metrics] # port buffers: 2
[metrics] worst vdd rail ir drop: 0.0003222 V
[metrics] Die Width: 113 um
[metrics] Core Area: about 8300 um2
[metrics] maximum number of buffers from clock root to sink: 2
[metrics] crit path max fanout: 10
[metrics] Internal Pwr Total: between 400 and 500 uW
[metrics] Combinational Power Share: 0.016
[metrics] Cell Area, Synth: ~1300 um2
[metrics] total setup violations reported at the end of the flow: 0
[metrics] OpenROAD warning count: 25
[metrics] CTS tree: built
[metrics] switching power as a share of total power: 0.1973
[metrics] Inserted Clock Buffers: 3
[metrics] DRT Pass-1 Iters: 4
[metrics] Sequential cell area: approximately 630 um2
[metrics] total power per unit cell area: between 300 and 400 nW/um2
[metrics] fraction of synthesis flops using an asynchronous set or reset pin: 1.000
[metrics] net switching power of the design: between 100 and 150 uW
[metrics] layout cell share with drive strength beyond 1: 0.06618
[metrics] average wire length per cell after detail routing: just under 10 um
[metrics] yosys stat area: around 1300 um2
[metrics] I/O pin count: 5
[metrics] Yosys Warn Count: 1
[metrics] via count of the first global-routing pass: 897
[metrics] total negative setup slack: 0 ns
[metrics] share of the synthesized area in the top cell type: 0.4912
[metrics] filler-free cell count of the finished design: 241
[metrics] DP Wirelength: 1.678 mm
[metrics] antenna cells: 0
[metrics] global-route wire length before repair: 4.305 mm
[metrics] clock share of power: 0.361
[metrics] Peak Freq: 471.5 MHz
[metrics] initial antenna violation count: 0
[metrics] clock sink total: 25
[metrics] clock period minus worst slack: 2.121 ns
[metrics] violation tally from detailed-route iteration zero: about 130
[metrics] Worst Path Required: slightly above 3 ns
[metrics] post-synthesis register bit count: 25
[metrics] area used by multi-input combinational logic: 594.3 um2
[metrics] register share of total power: 0.623
[metrics] placed insts: 237
[metrics] number of fill cells in the layout: between 900 and 1,000
[metrics] Reg clk slew, reported paths: roughly 0.080 ns
[metrics] sequential area share after synthesis: 0.4912
[metrics] Final Hold Viols: 0
[metrics] Max transition margin: 0.7273
[metrics] cell count in the Yosys report: 133
[metrics] Post-CTS Setup Repair Bufs: 0
[metrics] most frequently used cell type in the post-synthesis netlist: dfrtp_1
[metrics] wire length after detailed routing: approximately 2.3 mm
[metrics] dominant cells by area after synthesis: dfrtp_1 (49%), xnor2_1 (4.8%), nor2_1 (4.4%), nand4_1 (3.9%), a21oi_1 (3.5%)
[metrics] site row count: 33
[metrics] number of cells on the worst reg-to-reg path: 4
[metrics] DIE HEIGHT: 113 um
[metrics] remaining global-route overflow: 0
[metrics] nature of the critical path endpoint: flop
[metrics] reported max-cap violation count: 0
[metrics] transition time at the pin with the least slew margin: ~0.4 ns
[metrics] outcome: finished, final reports clean
[metrics] GRT Overall Usage: 0.03820
[metrics] startpoint type of the worst setup path: flop
==> cell type report <==
cell class              instances  area share
inverters                       6     0.01541
flip-flops and latches         25      0.4281
repair buffers                  5     0.02911
well taps                     105     0.08990
multi-input cells              96      0.4067
clock buffers                   4     0.03082
==> placed cells by master, fill, tap and decap left out, drive strengths merged, types with 2 or more instances in the layout <==
cell / synthesis / routed
nor3: 2 / 2
or4: 3 / 3
nor4: 2 / 2
nand4: 8 / 8
xor2: 5 / 5
or3: 5 / 5
dfrtp: 25 / 25
and4: 2 / 2
inv: 6 / 6
nand2: 5 / 5
nor2: 15 / 15
and3: 4 / 4
o31ai: 2 / 2
xnor2: 7 / 7
a21oi: 10 / 10
clkdlybuf4s50: 0 / 2
buf: 3 / 3
clkbuf: 3 / 4
nand4b: 2 / 2
o21ai: 7 / 7
nand3: 9 / 9
==> cell families (layout without fill, tap and decap cells) <==
group | Yosys count | in the layout | share of synthesized area
simple gates | 62 | 62 | 0.2780
flops | 25 | 25 | 0.4912
compound gates | 21 | 21 | 0.09626
xor+xnor | 12 | 12 | 0.08251
buf+inv | 12 | 15 | 0.04223
fa+ha+maj | 1 | 1 | 0.009822
==> metrics by stage <==
step	hold WS (ns)	util	power (uW)	setup slack, ns	area [um2]
after global placement	0.4476	0.1707	364.7	0.8260	1416
after detailed placement	0.4526	0.1707	364.8	0.7937	1416
after floorplan	0.4166	-	361.2	0.9378	1274
after CTS	0.4644	0.1761	568.4	0.7772	1461
after global routing	0.4951	0.1761	584.5	0.5779	1461
final	0.4625	0.1761	558.6	0.7789	1461
==> worst max-delay path: cells and delay by family (launching register included) <==
family	cells	cell delay, ns
AND-OR/OR-AND	1	0.13
AND/OR/NAND/NOR	3	1.49
flip-flops	1	0.44
==> flip-flops by register name (all words and copies together) (netlist names) <==
register and cells:
timer_counter_value 23, timer_state 1, blinkState 1
==> path summary, 6_finish.rpt <==
kind | startpoint | endpoint | slack (ns)
min in group asynchronous | reset | timer_counter_value[15] | 0.66
max in group asynchronous | reset | timer_counter_value[8] | 2.00
worst min-delay path | timer_counter_value[0] | timer_counter_value[0] | 0.46
worst min register to register | timer_counter_value[0] | timer_counter_value[0] | 0.46
worst max register to register | timer_counter_value[2] | timer_counter_value[19] | 0.78
worst max-delay path | timer_counter_value[2] | timer_counter_value[19] | 0.78
==> layer usage <==
layer / share of wire / routed length, um / track usage / vias to the layer above
met1: 0.55 / 1279 / 0.06097 / 436
met2: 0.41 / 955 / 0.05146 / 18
li1: - / - / - / 487
met3: 0.038 / 90 / 0.01068 / 2
met4: 0.0056 / 13 / 0.001692 / 0
met5: 0 / 0 / 0 / -
==> power groups by stage <==
| stage | Clock (uW) | Sequential [uW] | Combinational [uW] |
|---|---|---|---|
| after CTS | 210 | 348 | 9.69 |
| final | 202 | 348 | 8.91 |
| after global routing | 226 | 348 | 10.5 |
Power is estimated from default activity; no workload was simulated.
