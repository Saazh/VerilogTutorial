[design.v]
`timescale 1ns / 1ps
module LED_Verilog(
    input clk,
    output LED1,
    output LED2,
    output LED3,
    output LED4,
    output LED5,
    output LED6,
    output LED7,
    output LED8
    );
	reg[15:0] div_cntr1;
	reg[6:0] div_cntr2;
	reg dec_cntr;
	reg half_sec_pulse;
	initial begin
		div_cntr1 = 0;
		div_cntr2 = 0;
		dec_cntr  = 0;
		end
	always@(posedge clk)
		begin
		div_cntr1 <= div_cntr1 + 1;
		if (div_cntr1 == 0) 
			if (div_cntr2 == 91) 
				begin
				div_cntr2 <= 0;
				half_sec_pulse <= 1;  
				end
			else
				div_cntr2 <= div_cntr2 + 1;
		else
			half_sec_pulse <= 0;
		if (half_sec_pulse == 1)	
			dec_cntr <= !dec_cntr;
		end	
	assign LED1 = 1'b0 ? 1'b1 : dec_cntr == 1'b1;
	assign LED2 = 1'b0 ? 1'b1 : dec_cntr == 1'b1;
	assign LED3 = 1'b0 ? 1'b1 : dec_cntr == 1'b1;
	assign LED4 = 1'b0 ? 1'b1 : dec_cntr == 1'b1;
	assign LED5 = 1'b0 ? 1'b1 : dec_cntr == 1'b1;
	assign LED6 = 1'b0 ? 1'b1 : dec_cntr == 1'b1;
	assign LED7 = 1'b0 ? 1'b1 : dec_cntr == 1'b1;
	assign LED8 = 1'b0 ? 1'b1 : dec_cntr == 1'b1;
endmodule
[run.sh]
#!/bin/bash
# OpenROAD 26Q1-2900-gdf79404cd8, Yosys 0.63+post, stock flow scripts
make -C /OpenROAD-flow-scripts/flow DESIGN_CONFIG=/design/flow/config.mk WORK_HOME=/design/flow/orfs finish
[config.mk]
export PLATFORM = sky130hd
export DESIGN_NAME = LED_Verilog
export DESIGN_NICKNAME = LED_Verilog
export VERILOG_FILES = /design/flow/design.v
export SDC_FILE = /design/flow/constraint.sdc
export NUM_CORES = 4
export LEC_CHECK = 1
export CORE_AREA = 10 10 96 96
export DIE_AREA = 0 0 106 106
[constraint.sdc]
current_design LED_Verilog

set clk_period 2.3
set clk_io_pct 0.2

create_clock -name clk0 -period $clk_period [get_ports {clk}]

set non_clock_inputs [all_inputs -no_clocks]
set_input_delay [expr $clk_period * $clk_io_pct] -clock clk0 $non_clock_inputs
set_output_delay [expr $clk_period * $clk_io_pct] -clock clk0 [all_outputs]
==> impl_metrics.env <==
# implementation run metrics
export IMPL_dr_pass1_iters=5
export IMPL_synthCells=104
export IMPL_yosys_cells=104
export IMPL_cellPowerDensity_nw_per_um2=501.9
export IMPL_die_height_um=106
export IMPL_criticalPathCategory="register to output pin"
export IMPL_cts_sinks=25
export IMPL_crit_path_max_fanout=9
export IMPL_ctsRootBufferMaster="clkbuf_8"
export IMPL_yosysTopAreaCell="dfxtp_1"
export IMPL_chipArea_sq_um=11240
export IMPL_p_leak_nw=0.5279
export IMPL_finalSetupViolCount=0
export IMPL_crit_chain="clkdlybuf4s50_1"
export IMPL_fin_area_sq_um=1385
export IMPL_clk_pin_slew_ns=0.08
export IMPL_synth_edff_count=8
export IMPL_critPathCaptureType="output pin"
export IMPL_grt_first_pass_wirelength_um=2980
export IMPL_tightest_slew_ns=0.3552
export IMPL_overflow=0
export IMPL_num_rows=31
export IMPL_crit_buf_inv=1
export IMPL_coreArea_sq_um=7214
export IMPL_area_growth_pct=16.53
export IMPL_grt_antenna_before_repair=0
export IMPL_wirelength_um=1693
export IMPL_synth_chip_area_sq_um=1189
export IMPL_top_area_frac=0.2863
export IMPL_clk_latency_ns=0.26
export IMPL_r2r_worst_path_cells=4
export IMPL_grt_pass1_vias=674
export IMPL_hold_ws_ns=0.4692
export IMPL_drc_errors=0
export IMPL_hold_path_class="register to register"
export IMPL_fin_crit_ns=1.727
export IMPL_slowest_delay_ns=0.53
export IMPL_topCellsByArea="dfxtp_1 29%, edfxtp_1 20%, xor2_1 8.1%"
export IMPL_grt_max_degree=14
export IMPL_grt_total_usage=0.03010
export IMPL_drv_cap=0
export IMPL_first_iter_violations=13
export IMPL_ctsHtreeMaxLevel=1
export IMPL_vdd_drop_max_uv=241.9
export IMPL_fillers=814
export IMPL_cp_top_family="buffers and inverters"
export IMPL_tool_warnings=26
export IMPL_drtAntennaViolNets=0
export IMPL_ff_type="dfxtp_1"
export IMPL_skew_ns=0.001579
export IMPL_vias=700
export IMPL_clockBufferDepth=2
export IMPL_relSlewSlack=0.7621
export IMPL_synthMostInstantiatedCell="dfxtp_1"
export IMPL_ys_ff=25
export IMPL_syn_cell_area_sq_um=1189
export IMPL_ys_seq_frac=0.4884
export IMPL_worst_ep_required_time_ns=1.84
export IMPL_drive_above_1_share=0.1101
export IMPL_period_used=0.7508
export IMPL_cp_depth=1
export IMPL_synth_avg_cell_area_sq_um=11.43
export IMPL_diodes=0
export IMPL_die_width_um=106
export IMPL_fin_cells=208
export IMPL_holdPathStages=0
export IMPL_post_cts_resized=0
export IMPL_async_reset_ff_frac=0
export IMPL_place_gp_congestion=0.7628
export IMPL_place_inst=204
export IMPL_via_per_inst=3.365
export IMPL_grt_setup_unrepaired="false"
export IMPL_synthTopCellsByCount="17 x dfxtp_1, 11 x xor2_1, 8 x edfxtp_1"
export IMPL_io_buffers=8
export IMPL_fin_tns_setup_ns=0
export IMPL_crit_arrival_ns=1.27
export IMPL_fmax_mhz=579.1
export IMPL_status="complete, no violations"
export IMPL_hold_violations=0
export IMPL_avgRoutedWirePerCell_um=8.139
export IMPL_tritoncts="done"
export IMPL_ctsHoldBuffers=0
export IMPL_crit_slowest_cell="clkdlybuf4s50_1"
export IMPL_cts_buffers=3
export IMPL_ios=9
export IMPL_maxSlewViolCount=0
export IMPL_cp_start_kind="register"
export IMPL_cts_setup_buffers=0
export IMPL_yosysUniqueCellTypes=28
export IMPL_placed_area_sq_um=1340
export IMPL_hpwl_um=1271
export IMPL_initCoreUtil=0.1648
export IMPL_yosys_warnings=1
registers in the layout, indices dropped and copies added (netlist names):
name            cells
dec_cntr            1
div_cntr2           7
div_cntr1          16
half_sec_pulse      1
report_power, final:
part,internal (W),switching (W),total (W),leakage [nW]
registers,0.000452,0,0.000452,0.230
logic,0,0,0.000000000275,0.275
clock network,0.000123,0.000120,0.000244,0.0228
routing by layer:
metal	global-route usage	part of all wire	vias to the layer above	routed length, um
met5	0	0	-	0
met4	0.004836	0.0053	0	9
met3	0.009786	0.056	2	94
met2	0.04549	0.41	13	694
met1	0.04189	0.53	314	894
li1	-	-	371	-
worst reg2reg max path, cell delays in order, from the launching register on:
cell and delay, ns:
dfxtp_1 0.37, inv_1 0.09, ha_1 0.13, nor4b_1 0.23, and4_1 0.43
layout by cell type (no fill, tap or decap), types with 5 or more instances in the layout:
master / instances
dfxtp_1: 17
xor2_1: 11
edfxtp_1: 8
clkdlybuf4s50_1: 8
nand3_1: 7
nor2_1: 7
xnor2_1: 7
inv_1: 6
nor3_1: 5
logic make-up (layout without fill, tap and decap cells):
group,Yosys count,after routing,synth area share
fa+ha+maj,3,3,0.03158
xor+xnor,18,18,0.1326
compound gates,3,3,0.01789
flops,25,25,0.4884
buf+inv,13,18,0.06316
simple gates,42,42,0.2663
worst paths after layout:
check                                    start      endpoint  slack, ns
worst min register to register  half_sec_pulse      dec_cntr       0.47
worst max-delay path                  dec_cntr          LED5       0.57
worst min-delay path            half_sec_pulse      dec_cntr       0.47
worst max register to register    div_cntr1[0]  div_cntr2[0]       0.73
area by class of cell:
type,instances,area (sq um),share of cell area
Clock buffer,4,45.04,0.03252
Inverter,6,22.52,0.01626
Multi-Input combinational cell,66,533.0,0.3848
Sequential cell,25,580.6,0.4192
Tap cell,99,123.9,0.08943
Timing Repair Buffer,8,80.08,0.05781
metrics by stage:
stage,worst slack [ns],utilization,power [W]
after global routing,0.4608,0.1920,0.0007301
after global placement,0.7544,0.1857,0.0004619
final,0.5731,0.1920,0.0006952
after floorplan,0.8877,-,0.0004619
after CTS,0.5326,0.1920,0.0007089
after detailed placement,0.7487,0.1857,0.0004619
Power figures rest on the tool's default switching activity, not on a simulated workload.
